<file path="design/flow/config.mk">
export PLATFORM = sky130hd
export DESIGN_NAME = chip
export DESIGN_NICKNAME = chip
export VERILOG_FILES = /design/flow/design.v
export SDC_FILE = /design/flow/constraint.sdc
export NUM_CORES = 4
export LEC_CHECK = 1
export CORE_AREA = 10 10 82 82
export DIE_AREA = 0 0 92 92
</file>
<file path="design/flow/constraint.sdc">
current_design chip

set clk_period 3.5
set clk_io_pct 0.2

create_clock -name clk0 -period $clk_period [get_ports {clk}]

set non_clock_inputs [all_inputs -no_clocks]
set_input_delay [expr $clk_period * $clk_io_pct] -clock clk0 $non_clock_inputs
set_output_delay [expr $clk_period * $clk_io_pct] -clock clk0 [all_outputs]
</file>
<file path="design/flow/design.v">
module blink(input clk, output led);
	reg [24:0] count;
	assign led = count[24];
	always @(posedge clk)
			count <= count + 1;
endmodule
module chip (
    input  clk,
    output [18:0] ADR,
    output [15:0] DAT,
    output RAMOE,
    output RAMWE,
    output RAMCS,
    output [55:0] PMOD,
    input [1:0] BUT,
    input [3:0] DIP
  );
  assign ADR[18:0] = {19{1'b0}};
  assign DAT[15:0] = {16{1'b0}};
  assign RAMOE = 1'b1;
  assign RAMWE = 1'b1;
  assign RAMCS = 1'b1;
  assign PMOD[54:0] = {55{1'b0}};
  blink my_blink (
    .clk   (clk),
    .led (PMOD[55])
  );
endmodule
</file>
<file path="design/flow/run.sh">
#!/bin/bash
# OpenROAD 26Q1-2900-gdf79404cd8, Yosys 0.63+post, stock flow scripts
make -C /OpenROAD-flow-scripts/flow DESIGN_CONFIG=/design/flow/config.mk WORK_HOME=/design/flow/orfs finish
</file>
==> summary.txt <==
The layout was made with Yosys and OpenROAD.

The flow ran to the end, and the final reports show no timing, DRC or antenna violations. The post-CTS resize count is 0. The total power draw is 454 uW.

The cell type contributing the most total cell area after synthesis is sky130_fd_sc_hd__buf_4. The count of routing violations after the opening detailed-route iteration is 26. The script computed a power per unit cell area of approximately 300 nW/um^2.

The commonest register cell after synthesis is sky130_fd_sc_hd__dfxtp_1. The register with the most flip-flops in the layout has 25 of them. Global routing finished with a remaining overflow of 0. The path category of the worst min-delay check is flop to flop. The count of instantiated cells in the yosys netlist is between 150 and 200.

The chip area from the yosys synthesis statistics is about 1700 um^2. Per the detail_route report, vias per standard cell equal 3.25. The number of endpoints failing setup at the final stage is 0. The post-detailed-route DRC marker count is 0. The clock arrives with around 0.0039 ns of skew. The final cell count without fillers is 253. The worst reg-to-reg path cell count is 5.

In this run, post-CTS hold repair placed 0 buffers. STA classifies the critical path endpoint as a primary output. In this build the clock could be raised as far as 0.559 GHz.

The number of distinct library cells after synthesis is 17. For this design, the sink count on the clock tree is 25. Traced cell by cell, the critical path runs through clkdlybuf4s50_1. The die covers 8460 um^2. The share of synthesized area in the top cell type comes to between 40% and 50%.

The critical path maximum fanout is 2. The register share after synthesis is approximately 30%. The final timing report derives a shortest allowable period of 1.79 ns. The number of global-route vias before repair is roughly 920. The script reports the combined buffer and inverter count of the critical path as 1.

TritonRoute output was used to compute an average wire per cell of 9.48 um. The register-to-register setup slack is roughly 2 ns. The OpenROAD warning count is 31. The repair_antennas step left the layout with diodes totalling 0. The delay of the slowest critical-path stage is 0.47 ns.

In the CTS report, the clock slew at the register clock pins of the worst setup and hold paths is listed as 0.08 ns. Per the CTS log, the buffer count on the longest clock path is 2. The highest supply drop recorded on VDD is about 0.13 mV. The average footprint of a synthesized cell is between 9 and 10 um^2. Of the cells placed in the final design, the portion with a size suffix greater than 1 is approximately 4.9%. The number of port buffers is 1. Setup repair after global routing left no endpoint under its margin. TritonCTS built the clock tree. The post-synth tally of flip-flops with integrated enable is 0.

The initial standard-cell utilization of the core is 33.4%. The routed layout has ~820 vias. Broken down by cell family, the worst path's largest delay share belongs to buffers and inverters. Buffers added to address setup during post-CTS repair amount to 0. The floorplan has 26 rows. The first-pass iteration count of the detailed router is 4.

Clock latency on the worst-skew pair, taken at its later pin, is between 0.2 and 0.3 ns. Entering global routing, the biggest net connects 14 pins. The first global-routing pass estimated slightly below 4 mm of wire. After detailed placement, the design holds a cell count of approximately 250. The H-tree depth is 1. The initial antenna violation count is 0. The share of the clock period used by the worst path is between 50% and 60%. Counting the warning lines in the Yosys log gives 1.

The number of stages on the worst hold path is 1. The proportion of register bits with asynchronous set or reset after synthesis is 0%. In the final timing run, aggregate negative setup slack is 0 ns.

The slowest library cell on the worst path is sky130_fd_sc_hd__clkdlybuf4s50_1. The worst hold slack after final layout is between 0.4 and 0.5 ns. More flip-flops sit in one register than any other, and that register is my_blink.count.

The total clock buffers created by CTS is 3. The final HPWL from detailed placement is approximately 2.1 mm. The leakage component of the power was reported as 0.720 nW.

The required arrival time at the worst endpoint is ~2.8 ns. The vertical die dimension is about 92 um. In this run the remaining antenna-violating nets after routing total 0.

The die outline width is between 90 and 100 um. The synthesized flop and latch total is 25. After floorplanning, the core was sized to cover about 5100 um^2. The congestion estimate from routability-driven global placement came to around 0.73. The aggregate routed wire length is between 2 and 2.5 mm. The kind of launch point of the worst setup path is a flop.

The flow measured a signed area growth from synthesis to layout of -13.1%. The critical path is of the flop to primary output type. The instance count on the critical path is 1. The post-synth design cell area is around 1700 um^2.

For reference, the final report shows the max-slew violation count at 0. The number of hold violations in the final report is 0. The main area contributors are sky130_fd_sc_hd__buf_4 (42%), sky130_fd_sc_hd__dfxtp_1 (30%), sky130_fd_sc_hd__xnor2_1 (7.8%). At the worst endpoint, the arrival time is about 1.1 ns. The global routing usage summed across all routing layers is about 5.0%. The tree is rooted in a sky130_fd_sc_hd__clkbuf_8. The number of maximum-capacitance violations recorded for the run is 0. At the end of the flow the core is filled with cells to 29.0%.

The count of mapped cells out of synthesis is 181. The floorplan report gives the top-level pin count as 101. In the final layout, the registers with the most flip-flops are my_blink.count: 25 flops.
per-layer routing:
layer  GRT usage, %  wire [um]  up-vias
li1               -          -      399
met1           6.55       1100      365
met2           8.53       1130       53
met3          0.906        138        4
met4          0.900         30        0
met5              0          0        -
cells in the mapped netlist, types with 2 or more instances:
cell type                 count
sky130_fd_sc_hd__buf_4       94
sky130_fd_sc_hd__dfxtp_1     25
sky130_fd_sc_hd__xnor2_1     15
sky130_fd_sc_hd__nand3_1      9
sky130_fd_sc_hd__xor2_1       8
sky130_fd_sc_hd__and3_1       5
sky130_fd_sc_hd__nand2_1      4
sky130_fd_sc_hd__nand4_1      4
sky130_fd_sc_hd__nor2_1       4
sky130_fd_sc_hd__and4_1       2
sky130_fd_sc_hd__conb_1       2
sky130_fd_sc_hd__inv_1        2
sky130_fd_sc_hd__nand4_4      2
sky130_fd_sc_hd__nor4_4       2
worst paths after layout:
path	to	from
setup / recovery	PMOD[55]	my_blink.count[24]
hold / removal	my_blink.count[0]	my_blink.count[0]
setup reg to reg	my_blink.count[18]	my_blink.count[0]
hold reg to reg	my_blink.count[0]	my_blink.count[0]
where the power goes:
part	total (mW)	internal (mW)	switching (mW)
clock network	0.164	0.0812	0.0827
logic	0.00624	0	0.00624
registers	0.284	0.284	0
layout by cell type, fill, tap and decap left out, types with 3 or more instances in the layout:
master	count
sky130_fd_sc_hd__and3_1	5
sky130_fd_sc_hd__clkbuf_8	3
sky130_fd_sc_hd__conb_1	93
sky130_fd_sc_hd__dfxtp_1	25
sky130_fd_sc_hd__nand2_1	4
sky130_fd_sc_hd__nand3_1	9
sky130_fd_sc_hd__nand4_1	4
sky130_fd_sc_hd__nor2_1	4
sky130_fd_sc_hd__xnor2_1	15
sky130_fd_sc_hd__xor2_1	8
cells by family (layout without fill, tap and decap cells):
kind of cell	count (synthesis)	count (layout)	synth area share [%]
buf+inv	96	7	42.1
other cells	2	93	0.443
fa+ha+maj	1	1	0.738
simple gates	34	34	15.3
xor+xnor	23	23	11.9
flops	25	25	29.5
layout make-up:
type                            instances  area, um^2
Timing Repair Buffer                    1        10.0
Fill cell                             564        3600
Multi-Input combinational cell        151         822
Inverter                                2        7.51
Tap cell                               70        87.6
Clock buffer                            4        45.0
Sequential cell                        25         500
stage by stage:
step / instance area (um^2) / setup slack, ns
floorplan: 2040 / 2.11
global placement: 1430 / 1.98
detailed placement: 1430 / 1.97
CTS: 1470 / 1.69
global route: 1470 / 1.67
finish: 1470 / 1.71
Power figures rest on the tool's default switching activity, not on a simulated workload.
